File: ./design.v
module mux16_2to1
(
	MUXSEL,
	Din0,
	Din1,
	Dout
);
input MUXSEL;
input [15:0] Din0;
input [15:0] Din1;
output [15:0] Dout;
assign Dout = (MUXSEL == 1'b0) ? Din0 : Din1;
endmodule
File: ./constraint.sdc
current_design mux16_2to1

set clk_period 1.0
set clk_io_pct 0.2

create_clock -name clk0 -period $clk_period

set non_clock_inputs [all_inputs -no_clocks]
set_input_delay [expr $clk_period * $clk_io_pct] -clock clk0 $non_clock_inputs
set_output_delay [expr $clk_period * $clk_io_pct] -clock clk0 [all_outputs]
File: ./config.mk
export PLATFORM = sky130hd
export DESIGN_NAME = mux16_2to1
export DESIGN_NICKNAME = mux16_2to1
export VERILOG_FILES = /design/flow/design.v
export SDC_FILE = /design/flow/constraint.sdc
export NUM_CORES = 4
export LEC_CHECK = 1
export CORE_AREA = 10 10 70 70
export DIE_AREA = 0 0 80 80
File: ./run.sh
#!/bin/bash
# OpenROAD 26Q1-2900-gdf79404cd8, Yosys 0.63+post, stock flow scripts
make -C /OpenROAD-flow-scripts/flow DESIGN_CONFIG=/design/flow/config.mk WORK_HOME=/design/flow/orfs finish
==> run summary <==
run metrics: status=finished, violations left, failing checks=setup timing, vias per cell=3.177, YS chip area=249.0 sq um, Yosys Instances=18, fp_density=7.289%, antenna violations before repair=0, die area=6400 sq um, Distinct lib cells used=4, # DRC=0, Post-Syn Area=249.0 sq um, Ports=49, # Max-Cap Violations=0, CP bufs+invs=3, relative slew slack=95.27%, CP Launch Type=input pin, pwr dens=378.8 nW/um^2, Rows=21, peak supply drop=0.1506 mV, Setup Crit Path Kind=in -> out, number of global-route vias before repair=430, CP max stage delay=0.30 ns, slew at the pin closest to its max-slew limit=0.07103 ns, post-layout period usage=105.6%, drt first pass iters=2, Synth Warn #=0, Final Hold Slack=0.7936 ns, core footprint=3416 sq um, fin crit period=1.056 ns, Arrival @ worst endpoint=0.86 ns, share of layout cells above drive strength 1=52.24%, Seq/Total Area, Yosys=0%, syn_area_per_cell=13.83 sq um, Area Overhead vs Synth=219.1%, Iter 0 DRT Violations=2, area leader, netlist=mux2_4, Crit path max-delay family=buffers and inverters, GPL Wtd Cong=0.8145, first-pass GRT wire length=2187 microns, Post CTS Setup Buffer Count=0, overall routing resource usage=4.202%, Die X=80 microns, Slowest cell on crit path=mux2_4, most frequent CP cell=buf_12, Hold WC Path Type=in -> out, Req. time, crit path=0.80 ns, commonest cells in the netlist=mux2_4, mux2_2, buf_12, buf_6, worst-path maximum fanout=8, Port Buf Inserts=49, final setup violation count=16, num sequential=0, Final HPWL DP=1222 microns, Filler Cells Inserted=374, Antenna Cells=0, Seq. cell area=0 sq um, Via Count=359, tool warning count=34, largest net degree at the start of global routing=9, ANT nets after route=0, clkbuf count=0, hold violation total from the final report=0, crit-path cells=buf_12 -> buf_12 -> mux2_4 -> buf_6, FMAX=0.9466 GHz, worst setup margin=-0.05644 ns, Final Max Slew Viols=0, Post-synth area hogs=mux2_4, mux2_2, buf_12, buf_6, Max-area cell share=60.30%, die span in y=80 microns, Worst setup EP type=output pin, final WL=1405 microns, Leak Pwr=0.0004174 uW, Overflow after GRT=0, RSZ-0062 raised after global routing=true, DR WL/cell=12.43 microns, Synth top cell by count=mux2_4, Cells after Synth=18, setup_tns=-0.8165 ns
-- kinds of logic (layout without fill, tap and decap cells) --
group,Yosys count,after routing,synth area share (%)
buffers and inverters,2,51,12.56
muxes,16,16,87.43
-- path summary, 6_finish.rpt --
kind | slack [ns] | end | startpoint | cells past startpoint
max | -0.06 | Dout[14] | MUXSEL | 4
min | 0.79 | Dout[5] | Din0[5] | 3
-- routing by layer --
metal	share of wire [%]	global-route usage, %	wire length, microns	up-vias
met4	0	0	0	0
met3	23	3.295	329	0
met2	24	4.494	337	49
met1	53	6.394	738	143
li1	-	-	-	167
met5	0	0	0	-
-- power by group --
| part | leakage, uW | internal (uW) | switching, uW | total (uW) |
|---|---|---|---|---|
| logic | 0.000417 | 234 | 67.4 | 301 |
| registers | 0 | 0 | 0 | 0 |
| clock network | 0 | 0 | 0 | 0 |
-- final cells by class --
cell class         instances  area [sq um]  share of cell area [%]
multi-input cells         16         240.2                   30.24
well taps                 46         57.56                   7.244
repair buffers            51         496.7                   62.52
-- cell usage in the layout, fill, tap and decap left out --
cell	Yosys	routed
buf_16	0	1
mux2_4	10	16
buf_12	1	2
buf_6	1	11
dlygate4sd2_1	0	32
buf_2	0	5
-- per-stage QoR --
step | cell area (sq um) | total power (uW) | cells | util (%) | setup WS, ns
final | 794.5 | 300.9 | 113 | 23.26 | -0.05644
after global routing | 794.5 | 325.9 | 113 | 23.26 | -0.07116
after CTS | 763.2 | 285.6 | 113 | 22.34 | -0.06019
after detailed placement | 785.8 | 319.4 | 112 | 23.00 | -0.8529
after global placement | 785.8 | 318.6 | 112 | 23.00 | -0.8457
after floorplan | 249.0 | 89.33 | 18 | - | 0.07249
-- repair_timing --
action / 4_1_cts / 5_1_grt
gates resized: 102 / 5
gates cloned: 1 / 0
pin swaps: 0 / 0
hold buffers: 0 / 0
setup endpoints to repair: 16 / 16
Power figures rest on the tool's default switching activity, not on a simulated workload.
